[design/flow/design.v]
package apu_core_package;
   parameter SHARED_INT_MULT   = 0;
   parameter APU_FLAGS_FP    = 2;
   parameter APU_FLAGS_FPNEW = 3;
   parameter PIPE_REG_DSP_MULT  = 1;
   parameter APU_FLAGS_DSP_MULT = 0;
   parameter APU_FLAGS_INT_MULT = 1;
   parameter PIPE_REG_ADDSUB  = 1;
   parameter PIPE_REG_MULT = 1;
   parameter PIPE_REG_CAST = 1;
   parameter PIPE_REG_MAC = 2;
   parameter PIPE_REG_DIV = 4;
   parameter PIPE_REG_SQRT = 5;
endpackage  
module lfsr
#(
    parameter N = 20,
    parameter SEED = 1
)
(
    input wire clk, rst_n, en, 
    output wire [N-1:0] dout
);
reg [1:N] r_reg;
wire [1:N] r_next;
wire feedback_value;
always @(posedge clk,negedge rst_n)
begin 
    if (rst_n == 1'b0)
        r_reg <= SEED;   
    else if (clk == 1'b1 & en == 1'b1)
        r_reg <= r_next;
end
generate
case (N)
7: 	assign feedback_value = r_reg[7] ~^ r_reg[3];
19: 	assign feedback_value = r_reg[19] ~^ r_reg[5] ~^ r_reg[2] ~^ r_reg[1];
20: 	assign feedback_value = r_reg[20] ~^ r_reg[3];
24: 	assign feedback_value = r_reg[24] ~^ r_reg[7] ~^ r_reg[2] ~^ r_reg[1];
default: 
	begin
		 initial
			$display("Missing N=%d in the LFSR code, please implement it!", N);
	end		
endcase
endgenerate
assign r_next = {feedback_value, r_reg[1:N-1]};
assign dout = r_reg;
endmodule
module tpg
(	input wire clk, en, rst_n,
	output wire [259:0] pi_dout, 
	output wire [6:0] sc_dout );
	genvar i;
	generate
		for(i=0; i < 260; i = i+20) begin
			lfsr #( .N(20), .SEED(i) )
			lfsr_i (
				.clk(clk),
				.en(en),
				.rst_n(rst_n),
				.dout( pi_dout[i+19:i] )
			);
		end
	endgenerate
	lfsr #( .N(7), .SEED(1) )
	lfsr_sc (
		.clk(clk),
		.en(en),
		.rst_n(rst_n),
		.dout(sc_dout)
	);
endmodule
[design/flow/config.mk]
export PLATFORM = sky130hd
export DESIGN_NAME = tpg
export DESIGN_NICKNAME = tpg
export VERILOG_FILES = /design/flow/design.v
export SDC_FILE = /design/flow/constraint.sdc
export NUM_CORES = 4
export LEC_CHECK = 1
export CORE_UTILIZATION = 30
[design/flow/run.sh]
#!/bin/bash
# OpenROAD 26Q1-2900-gdf79404cd8, Yosys 0.63+post, stock flow scripts
make -C /OpenROAD-flow-scripts/flow DESIGN_CONFIG=/design/flow/config.mk WORK_HOME=/design/flow/orfs finish
[design/flow/constraint.sdc]
current_design tpg

set clk_period 1.9
set clk_io_pct 0.2

create_clock -name clk0 -period $clk_period [get_ports {clk}]

set non_clock_inputs [all_inputs -no_clocks]
set_input_delay [expr $clk_period * $clk_io_pct] -clock clk0 $non_clock_inputs
set_output_delay [expr $clk_period * $clk_io_pct] -clock clk0 [all_outputs]
==> deck_impl_summary.md <==
Synthesis and Place & Route Summary

Setup path
  – Number of cell instances on the worst register-to-register path: 4
  – Cell with the biggest individual delay on the critical path: sky130_fd_sc_hd__mux2_2
  – Kind of start point of the critical path: clock port
  – End of the worst register-to-register path: genblk1[180].lfsr_i.r_reg[1]
  – Cell seen most often among critical-path stages: sky130_fd_sc_hd__clkbuf_16
  – Worst Path Max Fanout: 9
  – CP Buf/Inv Count: 7
  – Critical-path cell list: clkbuf_16, clkbuf_16, clkbuf_16, clkbuf_16, nand2_4, clkbuf_16, clkbuf_16, clkbuf_16, mux2_2
  – Worst stage delay on the critical path: roughly 330 ps
  – Type of the worst setup path: clk2reg
  – Endpoint class of the critical path: flip-flop
  – Data required time of the worst path: 2440 ps
  – Critical path's top delay family: buffers and inverters
  – Setup slack on the worst flop-to-flop path: ~800 ps
  – Signal arrival time at the worst endpoint: 2410 ps
  – Beginning of the worst register-to-register path: genblk1[180].lfsr_i.r_reg[20]

Clock network
  – Later-pin clock latency in the skew report: approximately 650 ps
  – Number of clock sinks: between 200 and 300
  – TritonCTS clock tree: yes
  – Worst-path clk slew: around 60 ps

Synthesis
  – Synthesized-area fraction occupied by and/or/nand/nor cells: 0.000615
  – Multiplexer share: 0.296
  – Total cells reported by yosys after synthesis: between 500 and 600
  – Adder share: 0
  – Count of yosys warnings during synthesis: 14
  – Area of the synthesized netlist per yosys stat: roughly 10000 µm²
  – Mean Syn Cell Area: approximately 18 µm²
  – AND-OR/OR-AND share of the synthesized area: 0
  – Synthesized cell area: about 10000 µm²
  – Post-synthesis sequential area ratio: 0.662
  – Xor+xnor area frac: 0.0121
  – Combinational family with the most area after synthesis: multiplexers
  – Number of instances in the synthesized netlist: just under 600
  – Register bit count reported by yosys: 267
  – Distinct cell type count of the synthesized netlist: 7

Die
  – Die Footprint: between 30000 and 40000 µm²
  – Die y size: roughly 190 µm
  – Effective utilization at floorplan: 0.304
  – Core ar.: between 30000 and 40000 µm²
  – Number of rows in the core area: roughly 67
  – Number of ports placed on the die boundary: ~270
  – Die extent in x: between 150 and 200 µm

Cells and area
  – Most numerous logic cells after layout: sky130_fd_sc_hd__mux2_2 (266), sky130_fd_sc_hd__dfrtp_1 (228), sky130_fd_sc_hd__dlygate4sd2_1 (165)
  – Utilization after layout: 0.509
  – Leading cell type in the layout, fill and taps excluded: sky130_fd_sc_hd__mux2_2
  – Signed area change from the synthesized netlist to the final layout: 67.2%
  – Non-Filler Cell Area, Final: around 17000 µm²
  – Layout cell share with drive strength beyond 1: 0.523
  – Max FFs per register: about 260

Flow run
  – Number of maximum-capacitance constraint violations: 0
  – Total tool warning count: 292

Routing
  – Drt via density: ~4.3
  – Remaining DRCs: 0
  – Routed wirelength normalized by instance count: between 15 and 20 µm
  – Detailed-route via count: 6713
  – Number of detailed-routing iterations run before antenna repair: 2
  – Detail Route Antenna Nets: 0
  – First DRT Iteration DRCs: 157
  – Antenna diode instance count: 0
  – Final WL: between 20000 and 25000 µm

Global route
  – Fraction of met1 tracks used by global routing: 0.160
  – Peak-usage layer in the global routing report: met1
  – Met3 usage: 0.125
  – Via count of the first global-routing pass: slightly below 9k
  – Gr usage total: 0.143
  – First-pass GRT wire length: 37400 µm
  – Met2 track demand over resource: 0.159
  – Overflow left after global routing: 0
  – Initial antenna violation count: 0
  – Pin count of the biggest net entering global routing: slightly above 70

Final timing
  – Hold Fails Final Rpt: 0
  – Final setup viols: 0
  – Total count of max-transition violations in the final report: 0
  – Slew margin rel.: 0.745
  – Worst clock skew: about 7.6 ps
  – Setup Total Neg Slack: 0 ps
  – Measured slew at the worst slew-check pin: 383 ps

Outcome
  – Outcome: completed

Worst hold path
  – HP Class: in2async

Place
  – Routability congestion estimate: between 0.7 and 0.8
  – Port Buffer Count: approximately 270
  – Final HPWL from detailed placement: between 10000 and 15000 µm
  – Post-placement cell area: about 13000 µm²

Pwr
  – Static leakage power: around 9.1 nW
  – Worst ir drop on vdd: ~830 µV
  – Power density over the cells: ~1800 nW/µm²
[synthesized netlist by cell type]
cell type,n,area share
sky130_fd_sc_hd__dfrtp_1,228,0.56
sky130_fd_sc_hd__dfstp_2,39,0.10
sky130_fd_sc_hd__buf_6,26,0.029
sky130_fd_sc_hd__xnor2_1,14,0.012
sky130_fd_sc_hd__mux2_2,267,0.30
sky130_fd_sc_hd__nand2_2,1,0.00062
sky130_fd_sc_hd__buf_2,3,0.0015
[per-layer routing]
metal,share of wire,vias to the layer above
met5,0,-
met4,0.037,0
met3,0.13,82
met2,0.43,272
met1,0.40,3281
li1,-,3078
[tightest hold or removal path, stage by stage]
cell and delay [ps]:
sky130_fd_sc_hd__dlygate4sd3_1 570, sky130_fd_sc_hd__buf_8 160, sky130_fd_sc_hd__buf_12 240
[repair_timing]
item	in CTS	in global routing
buffers inserted	141	20
hold endpoints to repair	64	0
gates cloned	2	0
setup endpoints to repair	492	99
gates resized	167	94
hold buffers	2	0
[cells by family (layout without fill, tap and decap cells)]
| kind of cell | Yosys count | after routing |
|---|---|---|
| and+or+nand+nor | 1 | 1 |
| DFF | 267 | 267 |
| muxes | 267 | 267 |
| buffers and inverters | 29 | 565 |
| xor gates and xnor gates | 14 | 14 |
[area by class of cell]
type,instances,area (µm²)
Multi-Input combinational cell,282,3140
Clock buffer,98,2070
Fill cell,2782,16400
Sequential cell,267,6730
Tap cell,448,561
Clock inverter,30,465
Timing Repair Buffer,437,4040
[worst max path at each step]
| stage | end | start | cells after the start |
|---|---|---|---|
| finish | genblk1[40].lfsr_i.r_reg[2] | clk | 9 |
| global route | pi_dout[148] | genblk1[140].lfsr_i.r_reg[12] | 1 |
| CTS | pi_dout[30] | genblk1[20].lfsr_i.r_reg[10] | 1 |
[where the power goes]
group	internal (W)	leakage [nW]	switching, W
clock network	0.0103	2.54	0.00485
logic	0.00447	3.39	0.00156
registers	0.00852	3.19	0.00146
total	0.0233	9.12	0.00787
[metrics by stage]
stage	setup WS [ps]	std cells	power, W	hold WS (ps)
CTS	0.192	1542	0.0320	321
global placement	-2800	1271	0.0191	307
global route	-12.0	1562	0.0335	343
detailed placement	-2800	1271	0.0190	308
floorplan	88.8	578	0.0153	84.4
finish	25.2	1562	0.0312	335
Power and IR drop assume default switching activity.
