==> flow/design.v <==
package apu_core_package;
   parameter SHARED_INT_MULT   = 0;
   parameter APU_FLAGS_FP    = 2;
   parameter APU_FLAGS_FPNEW = 3;
   parameter PIPE_REG_DSP_MULT  = 1;
   parameter APU_FLAGS_DSP_MULT = 0;
   parameter APU_FLAGS_INT_MULT = 1;
   parameter PIPE_REG_ADDSUB  = 1;
   parameter PIPE_REG_MULT = 1;
   parameter PIPE_REG_CAST = 1;
   parameter PIPE_REG_MAC = 2;
   parameter PIPE_REG_DIV = 4;
   parameter PIPE_REG_SQRT = 5;
endpackage  
module misr
#(
    parameter N = 24,
    parameter SEED = 100
)
(
    input wire clk, rst_n, en, 
    input wire [N-1:0] din,
	output wire [N-1:0] dout
);
	reg [1:N] r_reg;
	wire [1:N] r_next;
	always @(posedge clk,negedge rst_n)
	begin 
    	if (rst_n == 1'b0)
        	r_reg <= SEED;   
    	else if (clk == 1'b1 & en == 1'b1)
        	r_reg <= r_next;
	end
	genvar i;
	assign r_next[1] = din[0] ~^ r_reg[N]; 
	generate
		case (N)
			23: 	 
					for( i=2; i<=N; i=i+1 ) begin
						if( i==5)
							assign r_next[i] = r_reg[i-1] ~^ din[i-1] ~^ r_reg[N];
						else
							assign r_next[i] = r_next[i-1] ~^ din[i-1];
					end
 			24: 	 
					for( i=2; i<=N; i=i+1 ) begin
						if( i==7 | i==2 | i == 1)
							assign r_next[i] = r_reg[i-1] ~^ din[i-1] ~^ r_reg[N];
						else
							assign r_next[i] = r_reg[i-1] ~^ din[i-1]; 
					end
			default: 
				begin
		 			initial
						$display("Missing N=%d in the LFSR code, please implement it!", N);
				end		
		endcase
	endgenerate
	assign dout = r_reg;
endmodule
module out_eval
#(
    parameter N = 239,
	parameter EXPECTED_SIGNATURE = 0
)
(
    input wire clk, rst_n, en, 
    input wire [N-1:0] din,
	output wire [N:0] dout
);
	wire [N:0] tmp_in;
	assign tmp_in = {din[N-1],din};
	genvar i;
	generate
		for(i=0;i<10;i=i+1)
			misr #(
				.N(24),
				.SEED(1000)
			) misr_i (
				.clk(clk),
				.rst_n(rst_n),
				.en(en),
				.din(tmp_in[24*i+23:24*i]),
				.dout(dout[24*i+23:24*i]));
	endgenerate
endmodule
==> flow/run.sh <==
#!/bin/bash
# OpenROAD 26Q1-2900-gdf79404cd8, Yosys 0.63+post, stock flow scripts
make -C /OpenROAD-flow-scripts/flow DESIGN_CONFIG=/design/flow/config.mk WORK_HOME=/design/flow/orfs finish
==> flow/config.mk <==
export PLATFORM = sky130hd
export DESIGN_NAME = out_eval
export DESIGN_NICKNAME = out_eval
export VERILOG_FILES = /design/flow/design.v
export SDC_FILE = /design/flow/constraint.sdc
export NUM_CORES = 4
export LEC_CHECK = 1
export CORE_UTILIZATION = 30
==> flow/constraint.sdc <==
current_design out_eval

set clk_period 2.5
set clk_io_pct 0.2

create_clock -name clk0 -period $clk_period [get_ports {clk}]

set non_clock_inputs [all_inputs -no_clocks]
set_input_delay [expr $clk_period * $clk_io_pct] -clock clk0 $non_clock_inputs
set_output_delay [expr $clk_period * $clk_io_pct] -clock clk0 [all_outputs]
==> impl_metrics.tcl <==
# flow metrics
set metrics [dict create \
    area_leaders "dfrtp_1, xnor2_1, dfstp_2, mux2_4, mux2_1" \
    antenna_found_initial 3 \
    dieArea_mm2 0.0402 \
    tns_ps 0 \
    synth.distinct_cells 10 \
    gr-total-overflow 0 \
    worst-endpoint-arrival_ps 2970 \
    worst_pin_slew_ps 473 \
    cp-end-kind "flip-flop" \
    drt_pre_antenna_iters 4 \
    syn-cell-area_mm2 0.0118 \
    ys_area_mm2 0.0118 \
    postRouteAntennaNets 0 \
    top_area_cell "dfrtp_1" \
    cts_tree "built" \
    clock_latency_ps 670 \
    clk_pin_slew_ps 60 \
    pin_count 482 \
    cp-start-kind "clock port" \
    cp.required_ps 3100 \
    cts_sinks 240 \
    io_buffer_count 481 \
    synth_cells 747 \
    crit_type "clk2reg" \
    final-setup-viol-count 0 \
    gp_congestion 0.844 \
    drv_slew 0 \
    grt_pass1_wl_um 53800 \
    coreArea_mm2 0.0387 \
    vias 8060 \
    synthTopLogicFamily "multiplexers" \
    fill_cells 3322 \
    status "complete, no violations" \
    mux_share_pct 26.0 \
    routedWlPerCell_um 18.3 \
    fp_util_pct 30.6 \
    cp_max_fo 7 \
    hpwlAfterDp_um 23200 \
    mostFrequentLayoutCells "clkdlybuf4s50_1, xnor2_1, dfrtp_1, mux2_4, mux2_1" \
    ys_sh_simple_pct 0.0529 \
    grt_max_degree 75 \
    die_x_um 201 \
    finalPower_mw 27.6 \
    rsz0062_at_grt "false" \
    fin_area_mm2 0.0198 \
    drc_errors 0 \
    fin_skew_ps 8.64 \
    leakage_nw 8.30 \
    lay_top_count "clkdlybuf4s50_1" \
    drt_iter0_drc 181 \
    cap_violations 0 \
    track_usage_pct 18.1 \
    min_path_type "in2async" \
    rows 72 \
    postPlaceCellArea_mm2 0.0171 \
    ys_ff 240 \
    fin_hold_ws_ps 333 \
    synth_top_area_share_pct 38.1 \
    max_slew_margin_pct 68.5 \
    ys_seq_share_pct 51.4 \
    synth-xor-area-share_pct 20.3 \
    warning_count 265 \
    fin_cells 1875 \
    avgSynthCellArea_um2 15.8 \
    power.density_mw_per_mm2 1390 \
    synthAoiAreaFrac_pct 0 \
    synthAdderAreaFrac_pct 0 \
    die_h_um 201 \
    numPlacedInstances 1724 \
    peakVddDrop_mv 0.700 \
    drt_wl_total_um 34200 \
    viasPerCell 4.30 \
    ys_cells 747 \
    diodes 0 \
    hold_violations 0 \
    grt_pass1_vias 10700 \
    largest_register_ffs 240 \
    drive_above_1_share_pct 25.0 \
    synth_warnings 1 \
    synthToLayoutAreaGrowth_pct 67.3 \
]
## worst max-delay path: stages
cell	delay (ps)
clkbuf_16	130
clkbuf_16	130
clkbuf_16	130
clkbuf_16	130
clkbuf_16	130
nand2_4	60
clkbuf_16	170
buf_12	110
clkbuf_16	160
clkbuf_16	150
buf_8	110
mux2_4	290
## final timing paths
check,from,to,slack (ps),cells past startpoint
max in group asynchronous,rst_n,genblk1[2].misr_i.r_reg[16],1330,3
min in group clk0,din[2],genblk1[0].misr_i.r_reg[3],510,3
worst min register to register,genblk1[0].misr_i.r_reg[6],genblk1[0].misr_i.r_reg[6],530,1
worst max-delay path,clk,genblk1[8].misr_i.r_reg[19],130,12
worst max register to register,genblk1[7].misr_i.r_reg[24],genblk1[7].misr_i.r_reg[2],1150,2
worst min-delay path,rst_n,genblk1[1].misr_i.r_reg[4],330,2
## routing by layer
| layer | GRT usage (%) | share of wire (%) | routed length, um |
|---|---|---|---|
| met5 | 0 | 0.073 | 25 |
| met3 | 13.7 | 12 | 4150 |
| met1 | 19.8 | 38 | 12900 |
| met2 | 24.1 | 47 | 16000 |
| met4 | 12.4 | 3.4 | 1160 |
## cells in the mapped netlist
master and number:
mux2_4 100, mux2_1 100, nand2_2 1, mux2_2 40, dfstp_2 60, xor3_1 20, buf_6 22, xnor2_1 220
buf_2 4, dfrtp_1 180
## stage by stage
stage                     utilization [%]  worst slack, ps
after floorplan                         -              399
after global placement               44.1            -2990
after detailed placement             44.1            -2990
after CTS                            51.1              101
after global routing                 51.1             84.4
final                                51.1              129
## cell type report
cell class              count  area, um^2  share of cell area (%)
clock buffers             121        2350                    11.9
well taps                 518         648                    3.27
repair buffers            486        4880                    24.7
clock inverters            29         338                    1.71
flip-flops and latches    240        6080                    30.7
multi-input cells         481        5500                    27.8
## where the power goes
part	switching, mW	internal, mW	total (mW)
logic	1.32	5.25	6.57
clock network	4.00	8.53	12.5
registers	2.09	6.41	8.50
total	7.41	20.2	27.6
## what timing repair did
item,in CTS,in global routing
endpoints found under the hold margin,35,0
endpoints found under the setup margin,240,0
hold buffers,1,0
resized,6,0
setup buffers,13,0
## cells by family after synthesis
group,Yosys count
buffers and inverters,26
multiplexers,240
XOR/XNOR,240
AND/OR/NAND/NOR,1
flip-flops,240
Power and IR drop assume default switching activity.
